<file path="./design.v">
module Adder #
(
	parameter data_width = 32
)
(
	output reg [data_width-1:0] out,
	input wire [data_width-1:0] A,B
);
	always @(A or B) begin
		out <= A + B;
	end
endmodule
module Controller(
	input wire clk,rst,in_valid,
	output reg load0,load1,load2,out_valid,
	output reg [1:0] state
);
	parameter state0 = 2'd0;	 
	parameter state1 = 2'd1;	 
	parameter state2 = 2'd2;	 
	parameter on = 1'd1;
	parameter off = 1'd0;
	always @(posedge clk) begin
		if (rst) state <= state0;
		else begin
			case(state)
				state0: begin
						load0 <= on;
						load1 <= off;
						load2 <= off;
						out_valid <= off;
					if (in_valid) begin
						state <= state1;
						load1 <= on;
					end
				end
				state1: begin
					load0 <= on;
					load1 <= on;
					load2 <= off;
					out_valid <= off;
					if (in_valid) begin
						state <= state2;
						load2 <= on;
					end
					else begin
						state <= state0;
					end
				end
				state2: begin
					load0 <= on;
					load1 <= on;
					load2 <= on;
					out_valid <= on;
					if (in_valid) begin
						state <= state2;
					end
					else begin
						state <= state0;
						out_valid <= off;
					end
				end
			endcase
		end
	end
endmodule
module Datapath #(
	parameter a = 2,
	parameter b = 4,
	parameter c = 6,
	parameter data_width = 16
)
(
	output wire [data_width-1:0] y,
	input wire clk,rst,
	input wire load0,load1,load2,
	input wire [data_width-1:0] x
);
	wire [data_width-1:0] x_rtl;
	RTL_Register #(data_width) rtl0 (.clk(clk),.load(load0),.rst(rst),.d(x),.q(x_rtl));
	wire [data_width-1:0] ax;
	wire [data_width-1:0] x1,y1;
	wire [data_width-1:0] x1_rtl,y1_rtl;
	Multiplier #(data_width) mult1(.out(ax),.A(a),.B(x_rtl));						 
	Adder #(data_width) adder1(.out(y1),.A(ax),.B(b));									 
	RTL_Register #(data_width) rtlx1 (.clk(clk),.load(load1),.rst(rst),.d(x_rtl),.q(x1_rtl));
	RTL_Register #(data_width) rtly1 (.clk(clk),.load(load1),.rst(rst),.d(y1),.q(y1_rtl));
	wire [data_width-1:0] x1y1;
	wire [data_width-1:0] y_wire;
	Multiplier #(data_width) mult2(.out(x1y1),.A(x1_rtl),.B(y1_rtl));				 
	Adder #(data_width) adder2(.out(y_wire),.A(x1y1),.B(c));							 
	RTL_Register #(data_width) rtly (.clk(clk),.load(load2),.rst(rst),.d(y_wire),.q(y));
endmodule
module Multiplier #
(
	parameter data_width = 32
)
(
	output reg [data_width-1:0] out,
	input wire [data_width-1:0] A,B
);
	always @(A or B) begin
		out <= A * B;
	end
endmodule
module RTL_Register #(
	parameter data_width = 8
)
(
	input wire clk,load,rst,
	input wire [data_width-1:0] d,
	output reg [data_width-1:0] q
);
	always @(posedge clk or posedge rst) begin
		if (rst) q <= 0;
		else if (load) q <= d;
	end
endmodule
module TOP #(
	parameter a = 2,
	parameter b = 4,
	parameter c = 6,
	parameter data_width = 16
)
(
	input wire clk,rst,
	input wire [data_width-1:0] x,
	input wire in_valid,
	output wire [data_width-1:0] y,
	output wire out_valid,
	output wire [1:0] state
);
	wire load0,load1,load2;
	Controller ctrl(.clk(clk),.rst(rst),.in_valid(in_valid),.load0(load0),.load1(load1),.load2(load2),.out_valid(out_valid),.state(state));
	Datapath #(a,b,c,data_width) dtp(.clk(clk),.rst(rst),.load0(load0),.load1(load1),.load2(load2),.x(x),.y(y));
endmodule
</file>
<file path="./run.sh">
#!/bin/bash
# OpenROAD 26Q1-2900-gdf79404cd8, Yosys 0.63+post, stock flow scripts
make -C /OpenROAD-flow-scripts/flow DESIGN_CONFIG=/design/flow/config.mk WORK_HOME=/design/flow/orfs finish
</file>
<file path="./config.mk">
export PLATFORM = sky130hd
export DESIGN_NAME = TOP
export DESIGN_NICKNAME = TOP
export VERILOG_FILES = /design/flow/design.v
export SDC_FILE = /design/flow/constraint.sdc
export NUM_CORES = 4
export LEC_CHECK = 1
export CORE_UTILIZATION = 40
</file>
<file path="./constraint.sdc">
current_design TOP

set clk_period 5.9
set clk_io_pct 0.2

create_clock -name clk0 -period $clk_period [get_ports {clk}]

set non_clock_inputs [all_inputs -no_clocks]
set_input_delay [expr $clk_period * $clk_io_pct] -clock clk0 $non_clock_inputs
set_output_delay [expr $clk_period * $clk_io_pct] -clock clk0 [all_outputs]
</file>
==> qor.rpt <==
ROUTE
----------------------------------------------------------------------------------------
Average vias per placed instance                                                    4.79
Final routed DRC violation total                                                       0
1st-pass router iterations                                                             4
Post-detailed-route count of antenna-violating nets                                    0
Vias after detailed routing                                                        3,965
Average wire per standard cell                                                   13.5 um
Antenna Diode Count                                                                    0
Number of DRC violations after detailed-routing iteration 0                          176
Final WL                                                                         11.1 mm

FLOORPLAN
----------------------------------------------------------------------------------------
Initial core utilization                                                           0.412
Y dimension of the die                                                            125 um
Width of the die                                                                  125 um
Number of rows created at floorplan                                                   44
Total die area                                                               15,500 um^2
Number of top-level pins                                                              38
Std-Cell Core Area                                                           14,600 um^2

MIN PATH
----------------------------------------------------------------------------------------
Type of the most critical hold path                                           reg -> reg
Cells on Worst Hold Path                                                               1

LOGIC SYNTHESIS
----------------------------------------------------------------------------------------
Number of different library cells in the post-synthesis netlist                       41
Number of flops mapped to enable cells by yosys                                        3
Post-synth regs                                                                       64
Seq/Total Area, Yosys                                                              0.267
Total cells reported by yosys after synthesis                                        607
Post-Syn Instances                                                                   607
Syn Std Cell Area                                                              6010 um^2
Asr flop ratio synth                                                               0.922
Flip-flop cell with the highest count after synthesis                       sky130_fd_sc_hd__dfrtp_1
Mean cell area of the mapped netlist                                           9.91 um^2
Yosys stat chip area                                                           6010 um^2
Yosys warning count                                                                    7

STA
----------------------------------------------------------------------------------------
Portion of the clock cycle consumed by the worst path in the final layout          0.928
Unrepaired setup endpoints after global routing                                    false
Headroom to the max-slew limit                                                     0.568
Final-report hold violation count                                                      0
Transition time at the pin with the least slew margin                           0.648 ns
Final Max Tran Viols                                                                   0
Final worst path period need                                                     5.48 ns
Maximum operating frequency                                                      183 MHz
Maximum clock skew at final layout                                            0.00351 ns
Final worst setup slack                                                         0.423 ns
Total negative slack for setup checks                                               0 ns
Number of setup violations in the final report                                         0

WORST SETUP PATH
----------------------------------------------------------------------------------------
Critical path cell sequence                                                 and2_1, fa_1, inv_1, fa_1, inv_1, fa_1, inv_1, fa_1, inv_1, fa_1, inv_1, fa_1, inv_1, ha_1, o21ai_0, nand2_1, o41ai_2, o21ai_1, xnor2_1, mux2_4
Crit path max-delay cell type                                               sky130_fd_sc_hd__fa_1
Critical path data required time                                                 6.11 ns
Family with the most delay on the worst path                                 adder cells
Type of origin of the critical path                                            flip-flop
Worst-path fanout max                                                                 11
Buffer and inverter count on the worst path                                            6
Largest stage delay on the critical path                                         0.54 ns
CP Class                                                                      reg -> reg
Arrival time worst endpoint                                                      5.69 ns
Worst r2r path cells                                                                  20
Cell depth of the worst setup path                                                    20
Endpoint type of the worst setup path                                          flip-flop

LAYOUT
----------------------------------------------------------------------------------------
Area growth from synthesis to layout                                               14.1%
Most numerous logic cell after layout                                       sky130_fd_sc_hd__inv_1
Count of placed standard cells in the final layout, fillers left out                 827
Fill cells                                                                         1,326
Final design area excluding fillers                                            6860 um^2
Most used cells in the layout excluding fill and tap cells                  sky130_fd_sc_hd__inv_1 (97), sky130_fd_sc_hd__nand2_1 (75), sky130_fd_sc_hd__fa_1 (69), sky130_fd_sc_hd__ha_1 (59), sky130_fd_sc_hd__dfrtp_1 (59)
Combinational cell area excluding buffers and inverters                        3940 um^2
Share of layout cells above drive strength 1                                      0.0949
Reg area                                                                       1610 um^2

GLOBAL ROUTE
----------------------------------------------------------------------------------------
Initial antenna violation count                                                        0
Largest net degree at the start of global routing                                     43
GRT Util Overall                                                                   0.163
First-pass GRT wire length                                                       19.5 mm
Remaining global-route overflow                                                        0
Via count of the first global-routing pass                                         3,937

RUN
----------------------------------------------------------------------------------------
Max-capacitance violation count                                                        0
Tool warnings                                                                         29

STATUS
----------------------------------------------------------------------------------------
Status                                                                      finished clean

PLACE
----------------------------------------------------------------------------------------
Post-DP Area                                                                   6570 um^2
Weighted congestion at the end of routability-driven global placement              0.882
Setup Slack @ Placement                                                         0.256 ns
Post-DP HPWL                                                                     8.71 mm
Number of input and output port buffers inserted                                      35
Number of placed cells counting well taps                                            811

CLOCKING
----------------------------------------------------------------------------------------
CTS tree                                                                            done
Num CTS Buffers                                                                        9
Worst-path clk slew                                                              0.06 ns
CTS H-tree depth                                                                       3
Deepest clock path buffer count                                                        2
Worst-Skew Late Latency                                                          0.33 ns
Sink count of the clock tree                                                          64
Clock root buffer                                                           sky130_fd_sc_hd__clkbuf_16
Post-CTS setup-driven buffer insertion count                                           0

==> cells in the mapped netlist (all sizes together), types with 2 or more instances <==
cell	number	area share
nor2	24	0.015
ha	59	0.12
inv	98	0.061
xor2	13	0.019
a21o	3	0.0037
nor2b	2	0.0021
nand4	2	0.0021
nand3	7	0.0058
nand2	76	0.048
and3	4	0.0042
clkbuf	22	0.014
buf	4	0.0037
and2	55	0.058
o21bai	2	0.0025
nor3	2	0.0017
fa	69	0.23
o21ai	5	0.0042
mux2	26	0.049
edfxtp	3	0.015
xnor2	32	0.047
dfrtp	59	0.25
a21oi	25	0.021
dfxtp	2	0.0067
==> layout make-up <==
type | instances | area share
sequential | 64 | 0.234
inverter | 98 | 0.0536
clock inverter | 6 | 0.00620
tap | 184 | 0.0336
timing repair buffer | 46 | 0.0631
clock buffer | 10 | 0.0348
multi-input combinational | 419 | 0.575
==> path summary, 6_finish.rpt <==
path | slack, ns | from | end
setup / recovery | 0.42 | dtp.rtly1.q[6] | dtp.rtly.q[15]
hold / removal | 0.48 | dtp.rtl0.q[0] | dtp.rtlx1.q[0]
setup reg to reg | 0.42 | dtp.rtly1.q[6] | dtp.rtly.q[15]
hold reg to reg | 0.48 | dtp.rtl0.q[0] | dtp.rtlx1.q[0]
max in group asynchronous | 3.83 | rst | dtp.rtly1.q[9]
min in group asynchronous | 1.23 | rst | dtp.rtl0.q[0]
==> stage by stage <==
step                      hold WS [ns]  utilization
final                            0.483        0.470
after global routing             0.502        0.470
after CTS                        0.483        0.470
after detailed placement         0.465        0.450
after global placement           0.463        0.450
after floorplan                  0.430            -
==> registers in the layout, summed over array words and instances, names as in the netlist <==
signal          flops
dtp.rtly1.q        14
ctrl.state          2
dtp.rtly.q         15
ctrl.load1          1
ctrl.out_valid      1
dtp.rtlx1.q        15
dtp.rtl0.q         15
ctrl.load2          1
==> per-layer routing <==
| metal | wire [um] | up-vias | track usage |
|---|---|---|---|
| met5 | 0 | - | 0 |
| met3 | 414 | 6 | 0.0293 |
| met4 | 84 | 0 | 0.0128 |
| met1 | 5350 | 1965 | 0.271 |
| met2 | 5300 | 55 | 0.246 |
| li1 | - | 1939 | - |
==> kinds of logic after synthesis <==
kind of cell	after synthesis	synth area share
DFF	64	0.267
xor gates and xnor gates	46	0.0693
adders and majority gates	128	0.352
buffers and inverters	124	0.0788
muxes	26	0.0493
other	1	0.000623
and+or+nand+nor	175	0.140
AOI/OAI and AO/OA	43	0.0422
==> repair_timing <==
item                                    CTS  global route
endpoints found under the setup margin    0             1
hold buffers                              0             0
gates resized                             0             2
